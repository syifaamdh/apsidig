## /design/flow/run.sh

```bash
#!/bin/bash
# OpenROAD 26Q1-2900-gdf79404cd8, Yosys 0.63+post, stock flow scripts
make -C /OpenROAD-flow-scripts/flow DESIGN_CONFIG=/design/flow/config.mk WORK_HOME=/design/flow/orfs finish
```

## /design/flow/config.mk

```make
export PLATFORM = sky130hd
export DESIGN_NAME = traffic_control
export DESIGN_NICKNAME = traffic_control
export VERILOG_FILES = /design/flow/design.v
export SDC_FILE = /design/flow/constraint.sdc
export NUM_CORES = 4
export LEC_CHECK = 1
export CORE_AREA = 10 10 70 70
export DIE_AREA = 0 0 80 80
```

## /design/flow/constraint.sdc

```tcl
current_design traffic_control

set clk_period 2.0
set clk_io_pct 0.2

create_clock -name clk0 -period $clk_period [get_ports {Clk}]

set non_clock_inputs [all_inputs -no_clocks]
set_input_delay [expr $clk_period * $clk_io_pct] -clock clk0 $non_clock_inputs
set_output_delay [expr $clk_period * $clk_io_pct] -clock clk0 [all_outputs]
```

## /design/flow/design.v

```verilog
`timescale 1ns / 1ps
module traffic_control(
    output MR,
    output MY,
    output MG,
    output SR,
    output SY,
    output SG,
    input reset,
    input C,
    input Clk
);
    wire TS, TL, ST;
    reg [3:0] value;
    assign TS = (value >= 4);
    assign TL = (value >= 14);
    always @(posedge ST or posedge Clk) begin
        if (ST == 1) begin
            value <= 0;
        end else begin
            value <= value + 1;
        end
    end
    reg [6:1] state;
    reg internal_ST;
    parameter mainroadgreen = 6'b001100;
    parameter mainroadyellow = 6'b010100;
    parameter sideroadgreen = 6'b100001;
    parameter sideroadyellow = 6'b100010;
    assign MR = state[6];
    assign MY = state[5];
    assign MG = state[4];
    assign SR = state[3];
    assign SY = state[2];
    assign SG = state[1];
    assign ST = internal_ST;
    initial begin
        state = mainroadgreen;
        internal_ST = 0;
    end
    always @(posedge Clk) begin
        if (reset) begin
            state <= mainroadgreen;
            internal_ST <= 1;
        end else begin
            internal_ST <= 0;
            case (state)
                mainroadgreen:
                    if (TL & C) begin
                        state <= mainroadyellow;
                        internal_ST <= 1;
                    end
                mainroadyellow:
                    if (TS) begin
                        state <= sideroadgreen;
                        internal_ST <= 1;
                    end
                sideroadgreen:
                    if (TL | !C) begin
                        state <= sideroadyellow;
                        internal_ST <= 1;
                    end
                sideroadyellow:
                    if (TS) begin
                        state <= mainroadgreen;
                        internal_ST <= 1;
                    end
            endcase
        end
    end
endmodule
module testbench;
    wire MR, MY, MG, SR, SY, SG, ST;
    reg C, reset, Clk;
    traffic_control uut (
        .MR(MR), 
        .MY(MY), 
        .MG(MG), 
        .SR(SR), 
        .SY(SY), 
        .SG(SG), 
        .reset(reset), 
        .C(C), 
        .Clk(Clk)
    );
    initial begin
        C = 0;
        reset = 1;
        Clk = 0;
        #50; reset = 0; C = 1;
        #200; C = 0;
        #200; C = 1;
        #200; reset = 1;
        #50; reset = 0;
    end
    always begin
        #50 Clk = ~Clk;
    end
endmodule
```

==> impl_metrics.toml <==
# synthesis and place-and-route metrics
[outcome]
status = "finished clean"

[setup_path]
worst_r2r_startpoint = "state[6]"
required_ps = 2150
crit_chain = "nor3b_1 > nand3_1 > o22ai_2 > nor2_1 > or2_2"
setup.worst_path.class = "register to register"
critPathMaxStageDelay_ps = 400
regToRegSetupSlack_ps = 210
timing.critical_path.from_type = "register"
cell_count_of_the_worst_reg_to_reg_path = 5
cp_data_arrival_time_ps = 1930
crit_path_top_delay_cell = "sky130_fd_sc_hd__dfxtp_1"
critical_path.max_fanout = 10
timing.rr.end = "internal_ST"
crit_path_end_kind = "register"

[cts]
cts_tree = "yes"
cts_max_path_buffers = 2
cts_resized = 0
postCtsSetupBuffers = 0
cts_made_buffers = 3
maximum_level_of_the_cts_h_tree = 1
cts.sink_count = 11
cts.root.buffer_cell = "sky130_fd_sc_hd__clkbuf_4"
hold_buffers = 0
clock.latency.late_pin_ps = 260
clock_slew_seen_by_the_registers_of_the_worst_setup_and_hold_paths_ps = 60

[synth]
synth.area.top_cells = "sky130_fd_sc_hd__dfxtp_1, sky130_fd_sc_hd__dfrtp_1, sky130_fd_sc_hd__o21ai_0"
netlist.top_cell.by_area = "sky130_fd_sc_hd__dfxtp_1"
synth.comb.largest_family = "simple AND/OR/NAND/NOR gates"
synthSimpleGateAreaFrac_pct = 24.9
synth.cell_area_um2 = 523
post_synth_num_cell_types = 23
xor_share_pct = 3.35
yosys_cell_count = 56
top_area_share_pct = 26.8
mux_area_share_pct = 0
yosysSeqAreaShare_pct = 45.9
synth.yosys.chip_area_um2 = 523
adder_share_pct = 2.39
yosys_most_used_dff = "sky130_fd_sc_hd__dfxtp_1"
postSynthAreaPerCell_um2 = 9.34
ys_top_cells_by_count = "sky130_fd_sc_hd__dfxtp_1, sky130_fd_sc_hd__o21ai_0, sky130_fd_sc_hd__nand3_1, sky130_fd_sc_hd__nor2_1"
compound_area_share_pct = 21.3
postSynthRegisterBits = 11
warnings_synthesis = 1
synth-async-reset-ratio_pct = 36.4
synth_cells = 56
edf_count = 0

[detailed_routing]
routed-via-count = 468
antenna_cells_inserted = 0
detail-route-antenna-nets = 0
routedWlPerCell_um = 10.0
route.final.wire_length_um = 1140
route.detailed.vias_per_inst = 4.11
route.detailed.drc = 0
drt_pass1_iterations = 4
first_iter_violations = 30

[sta]
period_minus_slack_ps = 1790
number_of_hold_slack_violations_in_the_final_timing_report = 0
fin_crit_sh_pct = 89.4
unrepaired_setup_endpoints_after_global_routing = "false"
max-slew-margin-rel_pct = 75.6
setup-violations-final = 0
finClkSkew_ps = 0.268
maxSlewViolCount = 0
finalSetupTns_ps = 0
max_slew.worst_pin.slew_ps = 366
finalHoldWorstSlack_ps = 72.3
highest_clock_frequency_the_design_can_meet_ghz = 0.559

[power]
internal_power_uw = 424
power_frac_seq_pct = 44.1
vdd_ir_drop_max_v = 0.000179
cellLeakagePower_uw = 0.000272
portion_of_total_power_attributed_to_the_clock_network_pct = 22.7
netSwitchingFraction_pct = 31.9
pwr_density_cell_mw_per_mm2 = 908
switching_power_uw = 199
power.share.combinational_pct = 33.2

[die]
fp.dieH_um = 80
chip_area_mm2 = 0.00640
floorplanUtilization_pct = 15.3
io_pins = 9
core_area_mm2 = 0.00342
die_width_um = 80
core.rowCount = 21

[placement]
place_hpwl_um = 863
dp.cells = 110
buffer_ports.inserted = 8
gp_routability_congestion = 0.817

[layout]
flow.area_growth_from_synthesis_pct = 31.3
layout.cells.non_filler = 114
final_layout_size_suffix_gt1_share_pct = 11.8

[global_routing]
grt_pass1_wl_um = 1800
all_layer_global_routing_usage_pct = 3.24
grt_start_max_net_pins = 11
gr-total-overflow = 0
grt_pass1_vias = 417
antenna_found_initial = 0

[job]
openroad_warning_count = 25
cap_viol_max_count = 0

[hold_path]
hp-class = "register to asynchronous set/reset pin"
==> worst max-delay path: cells and delay by family, from the launching register on <==
kind | cells | cell delay (ps)
flip-flops | 1 | 400
AND/OR/NAND/NOR | 4 | 870
AND-OR/OR-AND | 1 | 400
==> per-layer routing <==
metal | vias up | part of all wire [%] | GRT usage, %
met5 | - | 0 | 0
met4 | 0 | 1.7 | 1.23
met3 | 2 | 4.3 | 0.227
met2 | 16 | 51 | 5.30
met1 | 221 | 43 | 4.34
li1 | 229 | - | -
==> layout by cell type (no fill, tap or decap), types with 2 or more instances in the layout <==
cell type / netlist / layout
sky130_fd_sc_hd__nor2_1: 6 / 6
sky130_fd_sc_hd__dfxtp_1: 7 / 7
sky130_fd_sc_hd__inv_1: 3 / 3
sky130_fd_sc_hd__nand3_1: 6 / 6
sky130_fd_sc_hd__clkdlybuf4s50_1: 0 / 8
sky130_fd_sc_hd__nor3b_1: 2 / 2
sky130_fd_sc_hd__o21ai_0: 7 / 7
sky130_fd_sc_hd__clkbuf_4: 0 / 3
sky130_fd_sc_hd__or3_1: 2 / 2
sky130_fd_sc_hd__nand2_1: 2 / 2
sky130_fd_sc_hd__a21oi_1: 4 / 4
sky130_fd_sc_hd__dfrtp_1: 4 / 4
==> state kept, by name, summed over array words and instances, names as in the netlist <==
signal / count
value: 4
internal_ST: 1
state: 6
==> per-stage QoR <==
step	util, %	instance area, µm²	power, µW	setup WS, ps
floorplan	-	523	408	488
global placement	19.3	661	480	130
detailed placement	19.3	661	483	116
CTS	20.1	687	628	253
global route	20.1	687	669	83.3
finish	20.1	687	623	213
==> area by class of cell <==
type	instances	area, µm²
Tap cell	46	57.6
Multi-Input combinational cell	42	272
Clock buffer	4	26.3
Timing Repair Buffer	8	80.1
Fill cell	376	2730
Inverter	3	11.3
Sequential cell	11	240
==> cells by family after synthesis <==
logic type	Yosys count
and+or+nand+nor	23
AOI/OAI and AO/OA	16
DFF	11
buffers and inverters	3
xor gates and xnor gates	2
adders and majority gates	1
==> power groups by stage <==
stage	Combinational [µW]	Sequential, µW	Clock, µW
CTS	205	274	149
global route	227	280	161
finish	207	275	141
==> worst max-delay path by stage <==
| stage | startpoint | end | slack [ps] | cells past startpoint |
|---|---|---|---|---|
| CTS | state[6] | internal_ST | 250 | 5 |
| global route | state[3] | state[1] | 80 | 5 |
| finish | state[6] | internal_ST | 210 | 5 |
Power figures rest on the tool's default switching activity, not on a simulated workload.
