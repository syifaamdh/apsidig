==> flow/design.v <==
`timescale 1ns / 1ps
 module fsm(
    output MR,
    output MY,
    output MG,
    output SR,
    output SY,
    output SG,
    output ST,
    input TS,
    input TL,
    input C,
    input reset,
    input Clk
);
    reg [6:1] state;
    reg internal_ST;  
    parameter mainroadgreen = 6'b001100;
    parameter mainroadyellow = 6'b010100;
    parameter sideroadgreen = 6'b100001;
    parameter sideroadyellow = 6'b100010;
    assign MR = state[6];
    assign MY = state[5];
    assign MG = state[4];
    assign SR = state[3];
    assign SY = state[2];
    assign SG = state[1];
    assign ST = internal_ST;
    initial begin
        state = mainroadgreen;
        internal_ST = 0;
    end
    always @(posedge Clk) begin
        if (reset) begin
            state = mainroadgreen;
            internal_ST = 1;
        end else begin
            internal_ST = 0;
            case (state)
                mainroadgreen:
                    if (TL & C) begin
                        state = mainroadyellow;
                        internal_ST = 1;
                    end
                mainroadyellow:
                    if (TS) begin
                        state = sideroadgreen;
                        internal_ST = 1;
                    end
                sideroadgreen:
                    if (TL | !C) begin
                        state = sideroadyellow;
                        internal_ST = 1;
                    end
                sideroadyellow:
                    if (TS) begin
                        state = mainroadgreen;
                        internal_ST = 1;
                    end
            endcase
        end
    end
endmodule
`timescale 1ns / 1ps
module main(
    output MR,
    output MY,
    output MG,
    output SR,
    output SY,
    output SG,
    input reset,
    input C,
    input Clk
);
    timer part1(TS, TL, ST, Clk);
    fsm part2(MR, MY, MG, SR, SY, SG, ST, TS, TL, C, reset, Clk);
endmodule
`timescale 1ns / 1ps
`timescale 1ns / 1ps
module timer(
    output TS,
    output TL,
    input ST,
    input Clk
);
    integer value;
    assign TS = (value >= 4);
    assign TL = (value >= 14);
    always @(posedge ST or posedge Clk) begin
        if (ST == 1) begin
            value = 0;
        end else begin
            value = value + 1;
        end
    end
endmodule
==> flow/run.sh <==
#!/bin/bash
# OpenROAD 26Q1-2900-gdf79404cd8, Yosys 0.63+post, stock flow scripts
make -C /OpenROAD-flow-scripts/flow DESIGN_CONFIG=/design/flow/config.mk WORK_HOME=/design/flow/orfs finish
==> flow/config.mk <==
export PLATFORM = sky130hd
export DESIGN_NAME = main
export DESIGN_NICKNAME = main
export VERILOG_FILES = /design/flow/design.v
export SDC_FILE = /design/flow/constraint.sdc
export NUM_CORES = 4
export LEC_CHECK = 1
export CORE_UTILIZATION = 30
==> flow/constraint.sdc <==
current_design main

set clk_period 1.9
set clk_io_pct 0.2

create_clock -name clk0 -period $clk_period [get_ports {Clk}]

set non_clock_inputs [all_inputs -no_clocks]
set_input_delay [expr $clk_period * $clk_io_pct] -clock clk0 $non_clock_inputs
set_output_delay [expr $clk_period * $clk_io_pct] -clock clk0 [all_outputs]
==> impl_metrics.prom <==
# HELP chip_impl_metric Implementation results
# TYPE chip_impl_metric gauge
chip_impl_metric{name="drtAntennaViolNets",unit=""} 0
chip_impl_metric{name="final.setup.worst_slack",unit="ns"} 0.0121
chip_impl_metric{name="synthesis.area_per_instance",unit="sq um"} 10.4
chip_impl_metric{name="final-max-slew-violation-count",unit=""} 0
chip_impl_metric{name="floorplan.die.width",unit="microns"} 80.9
chip_impl_metric{name="boundaryPins",unit=""} 9
chip_impl_metric{name="power_density",unit="nW/um^2"} 770
chip_impl_metric{name="ys_sh_mux",unit="%"} 1.61
chip_impl_metric{name="crit_fanout",unit=""} 6
chip_impl_metric{name="ys.flops",unit=""} 39
chip_impl_metric{name="worst-r2r-cell-count",unit=""} 5
chip_impl_metric{name="cts_max_path_buffers",unit=""} 2
chip_impl_metric{name="post_detailed_route_drc_marker_count",unit=""} 0
chip_impl_metric{name="detailedPlace.worstSlack",unit="ns"} -0.188
chip_impl_metric{name="synthesis.instances",unit=""} 180
chip_impl_metric{name="routed_wirelength",unit="mm"} 3.95
chip_impl_metric{name="synth.cell_area",unit="sq um"} 1870
chip_impl_metric{name="die-height",unit="microns"} 80.9
chip_impl_metric{name="cts_sinks",unit=""} 39
chip_impl_info{name="crit_family",value="AND-OR/OR-AND gates"} 1
chip_impl_metric{name="ys_chip_area",unit="sq um"} 1870
chip_impl_info{name="top_area_cell",value="sky130_fd_sc_hd__dfrtp_1"} 1
chip_impl_metric{name="async_reset_ff_share",unit="%"} 82.1
chip_impl_metric{name="wl_met1",unit="mm"} 2.03
chip_impl_info{name="top_signal_layer_used",value="met4"} 1
chip_impl_metric{name="count_of_warning_messages_emitted_by_the_tools",unit=""} 28
chip_impl_metric{name="syn2layout_area_growth",unit="%"} 42.7
chip_impl_metric{name="transition_time_at_the_pin_with_the_least_slew_margin",unit="ns"} 0.425
chip_impl_metric{name="layout.cells.non_filler",unit=""} 315
chip_impl_metric{name="grt_start_max_net_pins",unit=""} 24
chip_impl_metric{name="via_count_of_the_first_global_routing_pass",unit=""} 1497
chip_impl_metric{name="cp.arrival",unit="ns"} 2.07
chip_impl_metric{name="post_synth_num_cell_types",unit=""} 37
chip_impl_metric{name="final-hold-violation-count",unit=""} 0
chip_impl_metric{name="yosys.area_share.simple",unit="%"} 24.5
chip_impl_metric{name="yosys_cells",unit=""} 180
chip_impl_metric{name="synth_sequential_area_ratio",unit="%"} 50.4
chip_impl_metric{name="max-cap-violations",unit=""} 0
chip_impl_metric{name="cts_hold_buffers",unit=""} 0
chip_impl_metric{name="worstSkewPairLatency",unit="ns"} 0.29
chip_impl_metric{name="globalRoute.totalOverflow",unit=""} 0
chip_impl_info{name="timing_worst_setup_path_type",value="reg2reg"} 1
chip_impl_info{name="worstReg2RegStart",value="part2.state[3]"} 1
chip_impl_metric{name="cts_made_buffers",unit=""} 5
chip_impl_info{name="timing.critical_path.to_type",value="register"} 1
chip_impl_metric{name="total_power",unit="mW"} 2.05
chip_impl_metric{name="insertedDiodeCount",unit=""} 0
chip_impl_metric{name="critical_path.n_buffers_inverters",unit=""} 0
chip_impl_metric{name="initial_drc_count",unit=""} 55
chip_impl_info{name="hold_path_class",value="reg2async"} 1
chip_impl_info{name="cts-root-buf",value="sky130_fd_sc_hd__clkbuf_8"} 1
chip_impl_metric{name="routed_wire_length_per_instance",unit="microns"} 12.5
chip_impl_metric{name="wl_met3",unit="microns"} 143
chip_impl_info{name="synth-main-ff-cell",value="sky130_fd_sc_hd__dfrtp_1"} 1
chip_impl_info{name="ys_top_cells_by_area",value="sky130_fd_sc_hd__dfrtp_1 (43%), sky130_fd_sc_hd__dfxtp_1 (7.5%), sky130_fd_sc_hd__xnor2_1 (7.0%)"} 1
chip_impl_metric{name="path_depth",unit=""} 5
chip_impl_metric{name="enable_flop_cells",unit=""} 0
chip_impl_metric{name="crit_path_max_incr_delay",unit="ns"} 0.58
chip_impl_metric{name="core_util_floorplan",unit="%"} 31.3
chip_impl_metric{name="yosys.area_share.adder",unit="%"} 1.34
chip_impl_metric{name="synthAoiAreaFrac",unit="%"} 5.37
chip_impl_metric{name="io_buffers",unit=""} 8
chip_impl_info{name="path_cells",value="or4b_4, o31ai_4, nand2b_1, o211a_4, a32o_1"} 1
chip_impl_metric{name="timing.slew.headroom",unit="%"} 71.7
chip_impl_metric{name="post_route_cells_drive_above_1_share",unit="%"} 33.8
chip_impl_metric{name="fmax",unit="GHz"} 0.530
chip_impl_metric{name="chip_area",unit="sq um"} 6540
chip_impl_metric{name="reg2reg_setup_slack",unit="ns"} 0.01
chip_impl_metric{name="fp-row-count",unit=""} 28
chip_impl_metric{name="vdd.ir_drop.worst",unit="V"} 0.000494
chip_impl_metric{name="vias",unit=""} 1526
chip_impl_info{name="critical-path-slowest-cell",value="sky130_fd_sc_hd__or4b_4"} 1
chip_impl_metric{name="synth-warning-count",unit=""} 5
chip_impl_metric{name="gp_routability_congestion",unit=""} 0.825
chip_impl_metric{name="xor_area_share",unit="%"} 14.1
chip_impl_metric{name="grt_first_pass_wirelength",unit="mm"} 6.91
chip_impl_metric{name="area_share_of_the_largest_cell_type_after_synthesis",unit="%"} 42.9
chip_impl_info{name="crit_path_start_kind",value="register"} 1
chip_impl_info{name="cts_tree",value="yes"} 1
chip_impl_info{name="lay_top_count",value="sky130_fd_sc_hd__buf_4"} 1
chip_impl_metric{name="timing.critical_path.required",unit="ns"} 2.08
chip_impl_info{name="capturing_point_of_the_worst_reg2reg_path",value="part2.state[2]"} 1
chip_impl_metric{name="cts_max_level",unit=""} 2
chip_impl_metric{name="viasPerCell",unit=""} 4.84
chip_impl_info{name="most-common-layout-cells",value="sky130_fd_sc_hd__buf_4 (45), sky130_fd_sc_hd__dfrtp_1 (32), sky130_fd_sc_hd__xnor2_1 (15), sky130_fd_sc_hd__xor2_1 (15), sky130_fd_sc_hd__nand2_1 (14)"} 1
chip_impl_metric{name="clock_pin_slew_on_the_worst_setup_and_hold_paths",unit="ns"} 0.08
chip_impl_metric{name="p_leak",unit="nW"} 1.25
chip_impl_metric{name="timing.clock.skew",unit="ns"} 0.00540
chip_impl_metric{name="setup_viol",unit=""} 0
chip_impl_metric{name="place_inst",unit=""} 301
chip_impl_info{name="status",value="completed"} 1
chip_impl_metric{name="detailedPlacementHpwl",unit="mm"} 2.83
chip_impl_info{name="synth.comb.largest_family",value="simple AND/OR/NAND/NOR gates"} 1
chip_impl_metric{name="track_usage",unit="%"} 13.8
chip_impl_info{name="grt_setup_unrepaired",value="true"} 1
chip_impl_metric{name="grt_antenna_before_repair",unit=""} 0
chip_impl_metric{name="design.core.area",unit="sq um"} 5960
chip_impl_metric{name="period_used_share",unit="%"} 99.4
chip_impl_metric{name="first_pass_iters",unit=""} 4
chip_impl_metric{name="final_critical_path_required_period",unit="ns"} 1.89
chip_impl_metric{name="met2WireLength",unit="mm"} 1.72
worst reg2reg max path: stages (launching register included):
cell and delay, ns:
sky130_fd_sc_hd__dfxtp_2 0.33, sky130_fd_sc_hd__or4b_4 0.58, sky130_fd_sc_hd__o31ai_4 0.23, sky130_fd_sc_hd__nand2b_1 0.13
sky130_fd_sc_hd__o211a_4 0.29, sky130_fd_sc_hd__a32o_1 0.23
timing repair:
| item | CTS | global route |
|---|---|---|
| gates resized | 13 | 19 |
| setup endpoints to repair | 8 | 11 |
| pin swaps | 5 | 9 |
| gates cloned | 0 | 0 |
| setup buffers | 3 | 3 |
stage by stage:
stage               hold slack [ns]  instance area, sq um  utilization [%]  TNS, ns
floorplan                     0.399                  1870                -        0
global placement              0.199                  2340             39.3   -0.897
detailed placement            0.199                  2340             39.3   -0.960
CTS                           0.205                  2550             42.8        0
global route                  0.251                  2660             44.7   -0.232
finish                        0.188                  2660             44.7        0
per-layer routing:
layer	GRT usage, %	vias to the layer above
met3	2.05	9
met4	1.61	0
met5	0	-
li1	-	765
met2	20.9	27
met1	22.0	725
flip-flops by register name (all words and copies together), names as in the netlist:
signal             count
part1.value           32
part2.state            6
part2.internal_ST      1
Yosys cell counts (all sizes together), types with 3 or more instances:
master / number
dfrtp: 32
xnor2: 15
xor2: 15
nand2: 14
nor2: 13
nand3: 12
nor4: 11
inv: 8
dfxtp: 7
nor3: 7
and3: 6
nand4: 5
o21ai: 4
mux2i: 3
or4: 3
cells by family (layout without fill, tap and decap cells):
kind of cell	after synthesis	count (layout)
adders and majority gates	2	2
and+or+nand+nor	81	81
AOI/OAI and AO/OA	14	14
DFF	39	39
xor gates and xnor gates	30	30
muxes	3	3
buffers and inverters	11	71
worst max path at each step:
stage         startpoint        endpoint  slack, ns
6_report  part2.state[3]  part2.state[2]       0.01
4_1_cts   part2.state[2]  part2.state[2]      0.004
5_1_grt   part2.state[3]  part2.state[4]      -0.05
layout make-up:
cell class                 instances  area, sq um
fill                             540         3290
multi-input combinational        130         1030
clock buffer                       6         82.6
tap                               75         93.8
clock inverter                     2         35.0
inverter                           8         30.0
sequential                        39          945
timing repair buffer              55          449
power breakdown:
group          internal [mW]  total (mW)  switching (mW)
clock network          0.425       0.716           0.291
logic                  0.226       0.443           0.217
registers              0.852       0.892          0.0403
total                   1.50        2.05           0.548
Power is estimated from default activity; no workload was simulated.
